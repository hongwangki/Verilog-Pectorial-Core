$ cat config.mk
export PLATFORM = sky130hd
export DESIGN_NAME = FactorialController
export DESIGN_NICKNAME = FactorialController
export VERILOG_FILES = /design/flow/design.v
export SDC_FILE = /design/flow/constraint.sdc
export NUM_CORES = 4
export LEC_CHECK = 1
export CORE_AREA = 10 10 184 184
export DIE_AREA = 0 0 194 194
$ cat constraint.sdc
current_design FactorialController

set clk_period 8.3
set clk_io_pct 0.2

create_clock -name clk0 -period $clk_period [get_ports {clk}]

set non_clock_inputs [all_inputs -no_clocks]
set_input_delay [expr $clk_period * $clk_io_pct] -clock clk0 $non_clock_inputs
set_output_delay [expr $clk_period * $clk_io_pct] -clock clk0 [all_outputs]
$ cat design.v
module FactorialController (clk,reset_n,s_sel,s_wr,s_addr,s_din,OD,RH,RL,OS,OI,OC,OPR,s_dout);
    input clk, reset_n;
    input s_sel, s_wr;
    input [15:0] s_addr;
    input [63:0] s_din;
    input [1:0] OD;
    input [63:0] RH, RL;
	output OS, OI, OC;  
    output reg [63:0] s_dout;
    output [63:0] OPR;  
   parameter OPSTART = 3'b000;
   parameter OPCLEAR = 3'b001;
   parameter OPDONE = 3'b010;
   parameter INTREN = 3'b011;
   parameter OPERAND = 3'b100;
   parameter RESULT_H = 3'b101;
   parameter RESULT_L = 3'b110;
   parameter NOP = 3'b111;
   wire we, re;
   reg [63:0] opstart, opclear, intrEn, operand;
   always @(posedge clk or negedge reset_n) begin
    if(~reset_n) begin
      {opstart, opclear, intrEn, operand, s_dout} <= 320'h0;
    end
    else begin
        if(OC) begin
         {opstart, opclear, intrEn, operand, s_dout} <= 320'h0;
        end
        else begin
            if(we) begin
                case(s_addr[5:3])
                    OPSTART: opstart <= s_din;
                    OPCLEAR: opclear <= s_din;
                    INTREN: intrEn <= s_din;
                    OPERAND:operand <= s_din;
                endcase
            end
            else if(re) begin
                case (s_addr[5:3])
                    OPDONE : s_dout <= {63'h0,OD};
                    RESULT_H : s_dout <= RH;
                    RESULT_L : s_dout <= RL;
                    default : s_dout <= 64'h0;
                endcase
            end
    end
end
    end
   assign OS = opstart[0];
   assign OC = opclear[0];
   assign OI  = intrEn[0];
   assign OPR = operand;
   assign we = s_sel & s_wr;
   assign re = s_sel & ~s_wr;
endmodule
$ cat run.sh
#!/bin/bash
# OpenROAD 26Q1-2900-gdf79404cd8, Yosys 0.63+post, stock flow scripts
make -C /OpenROAD-flow-scripts/flow DESIGN_CONFIG=/design/flow/config.mk WORK_HOME=/design/flow/orfs finish
==> notes.md <==
run results: largest fanout on the critical path 43, pwr dens 200 mW/mm2, Worst EP required 8.65 ns, initial antenna violation count 0, share of cells above drive strength 1 0.0682, predominant post-synthesis flop cell dfrtp_1, slowest cell delay on critical path 0.61 ns, crit share post-route 0.426, WL met1 9750 um, vias in the first global route 5053, total negative slack 0 ns, clock slew at reported path FFs 0.06 ns, count leader, synth dfrtp_1, Setup crit start kind primary input, Top-area cell share 0.606, post-synth top area cell dfrtp_1, Mapped Cells 390, Clock Tree Buf Depth 2, Worst setup EP type flop, Routed wire per std cell 19.4 um, mapped cell area 0.00541 mm2, post-CTS setup buffer count 0, fraction of registers with async set or reset after synthesis 1.00, register area 0.00328 mm2, Hold Buf Count CTS 0, Cell Type Count 28, end-of-flow core utilization 0.321, Detail Route Antenna Nets 0, Vias 4640, initial core utilization 0.182, CTS tree yes, IR drop worst, VDD 0.116 mV, GRT Util Overall 0.112, Finished Cell Area 0.00957 mm2, global placement routability congestion 0.801, Final Skew 0.0116 ns, endpoints failing setup 0, Top Metal Used met4, Starting DRT DRC Count 120, synth warn 1, first-pass detailed-route iteration total 4, Non-Filler Instances 1109, post-DP HPWL 16000 um, root buf cell clkbuf_16, worst slack at placement 4.27 ns, Max Transition Viols Final 0, run status complete, no violations, CP max stage cell clkdlybuf4s50_1, minimum clock period 3.54 ns, Via density 4.18, mean area per synthesized cell 13.9 um2, CTS Buf Count 17, first-pass GRT wire length 32900 um, Post-Route WL 21500 um, max cap viols 0, relative slew slack 0.501, top cells, area dfrtp_1 (61%), a22o_1 (10%), o2bb2ai_1 (10%), max frequency 283 MHz, R2R cell count 3, CTS resizes 0, Worst Max-Slew Pin Slew 0.748 ns, EDFF count, synth 0, Leak 3.80 nW, Fin. Hold Viols 0, core area 0.0298 mm2, PnR worst setup slack 4.76 ns, IO Count 345, die width 194 um, Critical Path AT 3.89 ns, Crit Path Class in2reg, metal3 WL 2340 um, Ant. Diodes 0, yosys stat cell total 390, total clock sinks 131, die area 0.0376 mm2, post-route DRC violation count 0, placement row count 63, Filler cells 2982, H-tree levels 4, register area share after synthesis 0.606, met2 routed WL 9220 um, synth-to-layout area growth 76.9%, Yosys chip area 0.00541 mm2, Hold Path Stages 1, Flops after synth 131, worst path cell trace clkdlybuf4s50_1, and4bb_4, a21oi_4, buf_4, a22o_1, tool warnings 38, die height 194 um, number of placed instances, taps included 1077, clk ins delay skew pair 0.41 ns, RSZ-0062 raised after global routing false, top cells by count dfrtp_1 (131), a22o_1 (63), a22oi_1 (62), o2bb2ai_1 (62), GR Overflow Total 0, placed cell areas 0.00895 mm2, largest net degree at the start of global routing 64, port buffer count 331, Hold WC Path Type reg2reg, Gate Area 0.00181 mm2
[registers in the layout, summed over array words and instances (netlist names)]
signal / count
s_dout: 64
operand: 64
opstart: 1
intrEn: 1
opclear: 1
[logic make-up after synthesis]
| family | count (synthesis) | synth area share |
|---|---|---|
| buffers and inverters | 43 | 0.0625 |
| multiplexers | 4 | 0.00786 |
| AND-OR/OR-AND | 195 | 0.303 |
| AND/OR/NAND/NOR | 17 | 0.0204 |
| flip-flops | 131 | 0.606 |
[per-stage QoR]
step | power, mW | hold slack, ns
after floorplan | 0.846 | 0.433
after global routing | 2.02 | 0.502
after CTS | 1.96 | 0.490
after detailed placement | 1.15 | 0.472
final | 1.92 | 0.483
after global placement | 1.15 | 0.471
[final cells by class]
cell class / count / share of cell area
timing repair buffer: 338 / 0.352
inverter: 2 / 0.000785
multi-input combinational: 216 / 0.189
clock inverter: 12 / 0.0162
tap: 390 / 0.0510
sequential: 131 / 0.343
clock buffer: 20 / 0.0488
[worst max-delay path, delay by kind of cell]
family / cells / cell delay [ns]
buffers and inverters: 2 / 1.12
AND-OR/OR-AND: 2 / 0.77
AND/OR/NAND/NOR: 1 / 0.30
[where the power goes]
part           switching (mW)  internal (mW)  total, mW
logic                   0.102          0.269      0.371
clock network           0.292          0.496      0.789
registers              0.0435          0.714      0.757
total                   0.438           1.48       1.92
[path summary, 6_finish.rpt]
path                                  from     endpoint  slack, ns
worst max-delay path             s_addr[4]  operand[24]       4.76
worst min-delay path             s_dout[8]    s_dout[8]       0.48
worst max register to register  opclear[0]  operand[37]       6.43
worst min register to register   s_dout[8]    s_dout[8]       0.48
max in group asynchronous          reset_n  operand[43]       6.15
min in group asynchronous          reset_n   s_dout[10]       1.13
[cells in the final DEF, fill, tap and decap left out, types with 2 or more instances in the layout]
cell type / synthesis / final
clkinv_2: 0 / 2
a31oi_1: 2 / 2
nand4_1: 2 / 2
mux2i_1: 2 / 2
mux2_2: 2 / 2
buf_4: 0 / 7
clkinv_4: 0 / 2
clkdlybuf4s50_1: 0 / 330
dfrtp_1: 131 / 131
clkbuf_16: 0 / 17
a22o_1: 63 / 63
clkinvlp_4: 0 / 5
o21ai_0: 2 / 2
nand2_1: 6 / 6
o2bb2ai_1: 62 / 62
a22oi_1: 62 / 62
inv_1: 2 / 2
bufinv_16: 0 / 3
clkbuf_8: 0 / 3
[routing by layer]
layer | track usage | vias to the layer above
li1 | - | 2201
met1 | 0.156 | 2183
met2 | 0.164 | 249
met3 | 0.0537 | 7
met4 | 0.00880 | 0
met5 | 0 | -
Power figures rest on the tool's default switching activity, not on a simulated workload.
