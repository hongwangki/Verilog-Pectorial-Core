$ cat flow/design.v
module ram (clk,cen,wen,s_addr,s_din,s_dout);
    input clk, cen, wen;
    input [7:0] s_addr;
    input [63:0] s_din;
    output reg [63:0] s_dout;
   reg [63:0] memory [0:255];
   integer i;
   initial begin
   for(i=0; i<256; i=i+1)begin
   memory[i]<=64'd0;
   end
   end
   always @(posedge clk)
   begin
       if((cen==1'b1) && (wen==1'b1)) begin
           memory[s_addr] <= s_din;
           s_dout <= 64'h0;
       end
       else if((cen==1'b1) && (wen==1'b0)) begin
           s_dout <= memory[s_addr];
       end
       else if(cen==1'b0) begin
       s_dout <= 64'd0;
       end
   end
endmodule
$ cat flow/run.sh
#!/bin/bash
# OpenROAD 26Q1-2900-gdf79404cd8, Yosys 0.63+post, stock flow scripts
make -C /OpenROAD-flow-scripts/flow DESIGN_CONFIG=/design/flow/config.mk WORK_HOME=/design/flow/orfs finish
$ cat flow/config.mk
export PLATFORM = sky130hd
export DESIGN_NAME = ram
export DESIGN_NICKNAME = ram
export VERILOG_FILES = /design/flow/design.v
export SDC_FILE = /design/flow/constraint.sdc
export NUM_CORES = 4
export LEC_CHECK = 1
export CORE_UTILIZATION = 30
export SYNTH_MEMORY_MAX_BITS = 65536
$ cat flow/constraint.sdc
current_design ram

set clk_period 69.1
set clk_io_pct 0.2

create_clock -name clk0 -period $clk_period [get_ports {clk}]

set non_clock_inputs [all_inputs -no_clocks]
set_input_delay [expr $clk_period * $clk_io_pct] -clock clk0 $non_clock_inputs
set_output_delay [expr $clk_period * $clk_io_pct] -clock clk0 [all_outputs]
==> deck_impl_summary.md <==
Key Metrics from the Run

Clock tree
  • Clock buffer depth: 6
  • TritonCTS clock tree: done
  • TritonCTS Buffers: 1582
  • Hold Buf Count CTS: 0
  • Cts repair resizes: 0
  • Root Buffer: clkbuf_16
  • Worst-skew pair later-pin latency: 1.41 ns
  • CTS H-tree depth: 7
  • Post-CTS Setup Inserts: 0
  • Worst-path clk slew: 0.06 ns
  • CTS sink count: 16.4k

Run
  • Max_cap viols: 0
  • Tool warnings: 27

Drt
  • Detailed-route vias per instance: 5.20
  • 1st-iter DRT viols: 21.1k
  • DR WL/cell: 32.3 um
  • Post-DRT Antenna Nets: 0
  • DRT Pass-1 Iters: 6
  • DRC Markers: 0
  • Vias: 312k
  • Routed wire length: 1940000 um

Synthesis
  • Synth Warn #: 1
  • XORs/XNORs by Area: 0
  • Mux frac, synth: 0.142
  • Synthesized cell area: 0.622 sq mm
  • Main logic family after synthesis: multiplexers
  • Ys cells: 29.3k
  • Adder Area Share: 0
  • Mapped Cells: 29.3k
  • Synth flops: 16.4k
  • Ys flop type: edfxtp_1
  • Post-Synth AOI/OAI Area: 0.0316
  • Yosys stat chip area: 0.622 sq mm
  • Simple Share, Synth: 0.0208
  • EDFF count, synth: 16.4k
  • Post-Syn Area per Cell: 21.2 sq um
  • Synth async-reset ratio: 0
  • Synth cell types: 36
  • Seq share, synth: 0.793

Global routing
  • Pin count of the biggest net entering global routing: 90
  • Total global-route track usage: 0.198
  • Total gr overflow: 0
  • First-pass GRT wire length: 2660000 um
  • Vias in the first global route: 343k
  • Initial antenna violation count: 137

Floorplanning
  • # rows: 528
  • # IOs: 139
  • CORE AREA: 2.07 sq mm
  • Die Y-Extent: 1440 um
  • Starting Density: 0.301
  • Chip area: 2.08 sq mm
  • Die Wd: 1440 um

Worst setup path
  • Worst r2r dst: s_dout[50]$_SDFFE_PP0P_
  • Critical Path Sink: s_dout[62]$_SDFFE_PP0P_
  • Req. time, crit path: 70.37 ns
  • CP Capture Type: register
  • Register-to-Register Path Depth: 6
  • Crit-path max FO: 65
  • R2r setup slk: 64.96 ns
  • Critical path origin: s_addr[0]
  • CP Class: in2reg
  • Crit start category: primary input
  • Data arrival, critical path: 23.62 ns
  • Critical R2R Launch: memory[255][50]$_DFFE_PP_

Final timing
  • RSZ-0062 raised after global routing: no
  • Setup Skew: 0.115 ns
  • Tmin final: 22.36 ns
  • Final tally of max-slew violations: 0
  • Rel. slew slack: 0.00549
  • Post-route clock period utilization: 0.324
  • Final Hold Fails: 0
  • # setup viols final: 0
  • Measured slew at the worst slew-check pin: 1.48 ns
  • Setup TNS: 0 ns
  • FMAX: 44.7 MHz

Pwr
  • Pwr dens: 28.4 mW/mm^2
  • Maximum vdd drop: 0.0000242 V
  • Sw Ratio: 0.211
  • Comb power frac: 0.045
  • Clock power frac: 0.414
  • Pwr Total: 20400 uW
  • Total internal power: 16100 uW
  • Sw power: 4300 uW
  • P_leak: 0.226 uW
  • Reg power frac: 0.540

Placed design
  • HPWL Detailed: 1150000 um
  • Final GP Congestion: 0.873
  • Input/output buffers: 138

Min path
  • Min-Delay Path Class: reg2reg
  • Hold_sp: memory[8][14]$_DFFE_PP_

Final layout
  • Final core occ: 0.347
  • Fillers: 186k
  • Share of layout cells above drive strength 1: 0.214
  • Area grow syn2layout: 15.2%

Run status
  • Run status: finished clean
-- worst min path at each step --
stage                        endpoint  slack [ns]  cells after the start
global route  s_dout[14]$_SDFFE_PP0P_        0.90                      4
CTS           s_dout[14]$_SDFFE_PP0P_        0.85                      4
finish        s_dout[14]$_SDFFE_PP0P_        0.86                      4
-- final cells by class --
| cell class | count | area [sq um] | share of cell area |
|---|---|---|---|
| diodes | 274 | 686 | 0.000957 |
| clock buffers | 1926 | 41500 | 0.0579 |
| clock inverters | 866 | 7990 | 0.0112 |
| inverters | 1 | 3.75 | 0.00000524 |
| multi-input cells | 11200 | 124000 | 0.172 |
| flip-flops and latches | 16400 | 493000 | 0.688 |
| well taps | 27600 | 34500 | 0.0481 |
| repair buffers | 1859 | 15300 | 0.0214 |
-- power by group through the flow --
stage | logic [uW] | clock network, uW | registers, uW
after CTS | 920 | 8530 | 11000
after global routing | 978 | 8880 | 11000
final | 926 | 8430 | 11000
-- metrics by stage --
| step | cell area [sq um] | setup slack (ns) | std cells | hold WS [ns] |
|---|---|---|---|---|
| finish | 717000 | 46.74 | 60100 | 0.856 |
| global route | 717000 | 46.04 | 60000 | 0.896 |
| CTS | 716000 | 46.69 | 59800 | 0.846 |
| detailed placement | 667000 | 45.18 | 57000 | 0.864 |
| global placement | 667000 | 45.17 | 57000 | 0.849 |
| floorplan | 622000 | 49.00 | 29300 | 0.801 |
-- synth_stat cells, drive strengths merged (2+ instances only) --
cell	n	share of area
and2	15	0.00015
a21o	128	0.0015
mux4	2560	0.093
and3b	2	0.000028
mux2i	3072	0.049
a22oi	704	0.0085
clkbuf	771	0.0047
nand4bb	3	0.000054
nor2b	8	0.000080
o22ai	1024	0.010
nand3	512	0.0041
buf	926	0.0079
nand2b	6	0.000060
a21oi	129	0.0010
dfxtp	64	0.0021
nor3	165	0.0013
nor2	230	0.0014
a221oi	512	0.0072
and3	130	0.0013
nand2	1046	0.0063
nor4	256	0.0026
nand4b	3	0.000042
nand4	323	0.0032
edfxtp	16400	0.79
a32oi	5	0.000070
or2	6	0.000060
o21ai	256	0.0021
o22a	64	0.00090
-- metal layers --
layer	up-vias	part of all wire	wire length, um	track usage
met1	155000	0.26	501000	0.164
met2	26500	0.45	871000	0.286
met3	4121	0.22	436000	0.204
met5	-	0.0047	9100	0.0339
li1	127000	-	-	-
met4	197	0.065	126000	0.100
-- logic make-up (layout without fill, tap and decap cells) --
family,after synthesis,in the layout
DFF,16400,16400
buffers and inverters,1698,4652
AOI/OAI and AO/OA,2822,2822
and+or+nand+nor,2709,2709
other,0,274
muxes,5632,5632
-- worst max-delay path, stage by stage --
cell     delay [ns]
buf_16         0.33
buf_4          0.56
buf_4          0.50
buf_4          0.67
buf_4          0.64
buf_4          0.67
buf_4          0.62
buf_4          0.66
buf_4          0.62
buf_4          0.59
buf_4          0.77
buf_4          0.75
mux2i_1        0.30
o22ai_1        0.13
nor4_1         0.72
and3_1         0.26
nand2_1        0.14
a22oi_1        0.23
nand4_1        0.14
-- layout by cell type (no fill, tap or decap), types with 6 or more instances in the layout --
cell type,instances
clkbuf_1,308
nor4_1,231
nor2b_1,6
nor2_4,219
o21ai_0,256
nand3_1,507
nand2_1,1023
o22ai_1,1024
mux2i_1,3072
o22a_1,64
nand4_1,323
mux4_2,2560
clkinv_4,11
diode_2,274
clkinvlp_4,69
buf_4,1669
nand2_4,8
dfxtp_1,64
clkinv_1,325
buf_12,51
clkinv_2,279
and2_4,15
edfxtp_1,16400
nor3_2,77
nor2_1,11
nor3_1,83
a22oi_1,704
bufinv_16,143
and3_1,129
clkbuf_16,1603
a21o_1,128
a221oi_1,512
nor4_2,25
clkbuf_8,15
a21oi_1,129
buf_8,64
inv_6,23
nand2_2,15
clkdlybuf4s50_1,69
-- registers in the layout, summed over array words and instances (netlist names) --
name and count:
memory 16384, s_dout 64
Power and IR drop assume default switching activity.
