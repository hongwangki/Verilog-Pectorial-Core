File: run.sh
#!/bin/bash
# OpenROAD 26Q1-2900-gdf79404cd8, Yosys 0.63+post, stock flow scripts
make -C /OpenROAD-flow-scripts/flow DESIGN_CONFIG=/design/flow/config.mk WORK_HOME=/design/flow/orfs finish
File: config.mk
export PLATFORM = sky130hd
export DESIGN_NAME = cla32
export DESIGN_NICKNAME = cla32
export VERILOG_FILES = /design/flow/design.v
export SDC_FILE = /design/flow/constraint.sdc
export NUM_CORES = 4
export LEC_CHECK = 1
export CORE_AREA = 10 10 90 90
export DIE_AREA = 0 0 100 100
File: constraint.sdc
current_design cla32

set clk_period 8.1
set clk_io_pct 0.2

create_clock -name clk0 -period $clk_period

set non_clock_inputs [all_inputs -no_clocks]
set_input_delay [expr $clk_period * $clk_io_pct] -clock clk0 $non_clock_inputs
set_output_delay [expr $clk_period * $clk_io_pct] -clock clk0 [all_outputs]
File: design.v
module cla32(
    input [31:0]    a,       
    input [31:0]    b,       
    input           ci,      
   output [31:0]    s,      
   output           co      
    );
    wire c1, c2, c3, c4, c5, c6, c7;  
    cla4 U0_cla4(.a(a[3:0]), .b(b[3:0]), .ci(ci), .s(s[3:0]), .co(c1));
    cla4 U1_cla4(.a(a[7:4]), .b(b[7:4]), .ci(c1), .s(s[7:4]), .co(c2));
    cla4 U2_cla4(.a(a[11:8]), .b(b[11:8]), .ci(c2), .s(s[11:8]), .co(c3));
    cla4 U3_cla4(.a(a[15:12]), .b(b[15:12]), .ci(c3), .s(s[15:12]), .co(c4));
    cla4 U4_cla4(.a(a[19:16]), .b(b[19:16]), .ci(c4), .s(s[19:16]), .co(c5));
    cla4 U5_cla4(.a(a[23:20]), .b(b[23:20]), .ci(c5), .s(s[23:20]), .co(c6));
    cla4 U6_cla4(.a(a[27:24]), .b(b[27:24]), .ci(c6), .s(s[27:24]), .co(c7));
    cla4 U7_cla4(.a(a[31:28]), .b(b[31:28]), .ci(c7), .s(s[31:28]), .co(co));
endmodule
module cla4(
  input [3:0]   a,    
  input [3:0]   b,    
  input         ci,   
  output [3:0]  s,    
  output        co    
    );
     wire [3:0] c;       
    fa_v2 U0_fa_v2(a[0], b[0], ci, s[0]);  
    fa_v2 U1_fa_v2(a[1], b[1], c[0], s[1]);  
    fa_v2 U2_fa_v2(a[2], b[2], c[1], s[2]);  
    fa_v2 U3_fa_v2(a[3], b[3], c[2], s[3]);      
    clb4 U4_clb4(a, b, ci, c[0], c[1], c[2], co);
endmodule
module clb4(
    input [3:0] a,
    input [3:0] b,
    input       ci,
    output      c1,
    output      c2,
    output      c3,
    output      co
    );
   wire [3:0] g,p;
   wire w0_c1;
   wire w0_c2, w1_c2;
   wire w0_c3, w1_c3, w2_c3;
   wire w0_co, w1_co, w2_co, w3_co;
   _and2 a0(a[0],b[0],g[0]);
   _and2 a1(a[1],b[1],g[1]);
   _and2 a2(a[2],b[2],g[2]);
   _and2 a3(a[3],b[3],g[3]);
   _or2 o0(a[0],b[0],p[0]);
   _or2 o1(a[1],b[1],p[1]);
   _or2 o2(a[2],b[2],p[2]);
   _or2 o3(a[3],b[3],p[3]);
   _and2 c1_a0(p[0],ci,w0_c1);
   _or2 c1_o0(g[0],w0_c1, c1);
   _and2 c2_a2(p[1],g[0],w0_c2);
   _and3 c2_a3(p[1],p[0],ci, w1_c2);
   _or3 c2_o3(g[1], w0_c2, w1_c2, c2);
   _and2 c3_a2(p[2],g[1],w0_c3);
   _and3 c3_a3(p[2],p[1],g[0], w1_c3);
   _and4 c3_a4(p[2],p[1],p[0],ci,w2_c3);
   _or4 c3_o4(g[2],w0_c3, w1_c3, w2_c3, c3);
   _and2 co_a2(p[3],g[2],w0_co);
   _and3 co_a3(p[3],p[2],g[1], w1_co);
   _and4 co_a4(p[3],p[2],p[1],g[0],w2_co);
   _and5 co_a5(p[3],p[2],p[1],p[0],ci,w3_co);
   _or5 co_o5(g[3],w0_co,w1_co,w2_co,w3_co,co);
endmodule
module fa_v2(
    input a,     
    input b,     
    input ci,    
    output s     
    );
     wire w0;          
     _xor2 U0_xor2(a, b, w0);
     _xor2 U1_xor2(w0, ci, s);
endmodule
module _inv(
    input a,
    output y
    );
    assign y=~a;
endmodule
module _or2(a,b,y);
input a,b;
output y;
assign y=a|b;
endmodule
module _and2(a,b,y);
input a,b;
output y;
assign y=a&b;
endmodule
module _xor2(a,b,y);
input a, b;
output y;
wire inv_a, inv_b;
wire w0, w1;
_inv U0_inv(.a(a), .y(inv_a));
_inv U1_inv(.a(b), .y(inv_b));
_and2 U2_and2(.a(inv_a), .b(b), .y(w0));
_and2 U3_and2(.a(a),.b(inv_b), .y(w1));
_or2 U4_or2(.a(w0), .b(w1),.y(y));
endmodule
module _and3(a,b,c,y);
input a,b,c;
output y;
assign y=a&b&c;
endmodule
module _and4(a,b,c,d,y);
input a,b,c,d;
output y;
assign y=a&b&c&d;
endmodule
module _and5(a,b,c,d,e,y);
input a,b,c,d,e;
output y;
assign y=a&b&c&d&e;
endmodule
module _or3(a,b,c,y);
input a,b,c;
output y;
assign y=a|b|c;
endmodule
module _or4(a,b,c,d,y);
input a,b,c,d;
output y;
assign y=a|b|c|d;
endmodule
module _or5(a,b,c,d,e,y);
input a,b,c,d,e;
output y;
assign y=a|b|c|d|e;
endmodule
==> flow_summary.toml <==
# implementation run metrics
[cells_and_area]
post_layout_nonfiller_instances = 443
final_layout_size_suffix_gt1_share_pct = 3.01
layout-area-overhead-vs-synth_pct = 36.5
n_sequential_cell = 0
layout.area.seq_sq_um = 0
clock_buffers = 0

[global_routing]
globalRouteMet2Util_pct = 16.1
grt_use_met3_pct = 2.85
global_route.peak_usage_layer = "met2"
grt_overflow_total = 0
wire_length_of_the_first_global_routing_pass_um = 8560
global_route.usage.met1_pct = 12.9
grt_pass1_vias = 1927
track_usage_pct = 9.68
grt_start_max_net_pins = 6
grt_antenna_before_repair = 0

[power_and_ir_drop]
static-leakage-power_uw = 0.00164
share_comb_of_total_power_pct = 100.0
power_uw = 210
clock_power_share_pct = 0
worst_ir_drop_vdd_v = 0.0000351
share_seq_of_total_power_pct = 0
switching_share_pct = 35.0
switching_power_uw = 73.6
internal_power_uw = 137
cellPowerDensity_nw_per_um2 = 67.3

[placed_design]
port_buffers = 98
dp_hpwl_um = 4630
placed_cells_incl_taps = 443
routabilityCongestion = 0.797

[worst_setup_path]
worst_ep_required_time_ns = 6.48
setup.worst_path.class = "in -> out"
worst_setup_path_end_kind = "output pin"
cp-start-kind = "input port"
cp_max_fo = 3
crit_path_start = "a[13]"
critPathCapture = "s[24]"
arrival_time_at_the_worst_endpoint_ns = 4.84

[flow_run]
stage_log_warnings = 72
cap_violations = 0

[final_timing]
finalSetupViolations = 0
worst_slew_pin_slew_ns = 0.782
finalClockPeriodUsage_pct = 79.7
setup_total_negative_slack_ns = 0
rsz_0062_raised_after_global_routing = "no"
relSlewSlack_pct = 47.4
report.final.slew_viol_count = 0
max_freq_ghz = 0.155
minimum_clock_period_ns = 6.46
hold_viol_final = 0

[routing]
vias_per_cell = 4.27
wl_per_cell_um = 10.9
detail_route.antenna_diodes = 0
final_antenna_net_count = 0
first_pass_iters = 4
via_count = 1892
route.detailed.drc = 0
dr.first_iter.drc_count = 19
drt_wl_total_um = 4840

[floorplanning]
dieWidth_um = 100
number_of_top_level_pins = 98
dieArea_sq_um = 10000
fp_util_pct = 36.5
core.rowCount = 29
floorplan.die.height_um = 100
core_region_area_sq_um = 6280

[clock_tree]
cts_hold_buf = 0
postCtsSetupBuffers = 0
post_cts.resized_instances = 0

[synth]
synth_sequential_area_ratio_pct = 0
most_area_consuming_cells_after_synthesis = "sky130_fd_sc_hd__ha_1 (35%), sky130_fd_sc_hd__inv_1 (15%), sky130_fd_sc_hd__buf_4 (10%)"
post_synth_num_cell_types = 38
synth.yosys.chip_area_sq_um = 2290
synth_warnings = 0
postSynthAreaPerCell_sq_um = 7.64
post-synth-top-area-fraction_pct = 35.0
synth_stat.cells = 300
gate_count_of_the_mapped_netlist = 300
mappedNetlistArea_sq_um = 2290
synth.largest_area_cell = "sky130_fd_sc_hd__ha_1"

[outcome]
outcome = "complete, no violations"

[min_path]
hp-class = "in -> out"
-- cells in the mapped netlist, types with 2 or more instances --
library cell,number
sky130_fd_sc_hd__a21o_1,3
sky130_fd_sc_hd__a21oi_1,12
sky130_fd_sc_hd__buf_4,32
sky130_fd_sc_hd__fa_1,8
sky130_fd_sc_hd__ha_1,64
sky130_fd_sc_hd__inv_1,91
sky130_fd_sc_hd__nand2_1,4
sky130_fd_sc_hd__nor2_1,17
sky130_fd_sc_hd__nor2b_1,3
sky130_fd_sc_hd__nor3_1,3
sky130_fd_sc_hd__nor4_1,4
sky130_fd_sc_hd__o21ai_0,5
sky130_fd_sc_hd__o21ba_2,2
sky130_fd_sc_hd__o21bai_1,6
sky130_fd_sc_hd__o31ai_1,2
sky130_fd_sc_hd__xnor2_1,14
sky130_fd_sc_hd__xor2_1,9
-- area by class of cell --
type,count,area [sq um]
timing repair buffer,98,981
fill,608,3150
inverter,91,342
multi-input combinational,177,1710
tap,77,96.3
-- routing by layer --
metal,vias to the layer above,wire (um)
li1,1022,-
met1,820,2180
met2,50,2240
met3,0,415
met4,0,0
met5,-,0
-- through the flow --
stage / util (%) / hold WS, ns / cell area (sq um) / worst slack (ns)
detailed placement: 49.8 / 4.32 / 3130 / 1.62
floorplan: - / 3.41 / 2290 / 2.68
global route: 49.8 / 4.36 / 3130 / 1.43
finish: 49.8 / 4.31 / 3130 / 1.64
global placement: 49.8 / 4.31 / 3130 / 1.63
CTS: 49.8 / 4.33 / 3130 / 1.61
-- kinds of logic (layout without fill, tap and decap cells) --
group,after synthesis,in the layout,synth area share (%)
compound gates,46,46,16.4
buf+inv,123,189,25.4
simple gates,36,36,7.43
fa+ha+maj,72,72,41.9
xor+xnor,23,23,8.79
-- cell usage in the layout (no fill, tap or decap), drive strengths merged, types with 2 or more instances in the layout --
cell type / Yosys / final
fa: 8 / 8
clkdlybuf4s50: 0 / 98
o21ai: 6 / 6
nor4: 4 / 4
nor2b: 3 / 3
o21ba: 2 / 2
a21o: 3 / 3
a21oi: 13 / 13
ha: 64 / 64
o31ai: 3 / 3
xor2: 9 / 9
inv: 91 / 91
nor2: 17 / 17
xnor2: 14 / 14
nand2: 4 / 4
nor3: 3 / 3
o21bai: 6 / 6
-- power by group through the flow --
stage / combinational, uW / sequential (uW) / clock, uW
6_report: 210 / 0 / 0
5_1_grt: 239 / 0 / 0
4_1_cts: 217 / 0 / 0
-- worst max-delay path: stages --
cell,delay (ns)
sky130_fd_sc_hd__clkdlybuf4s50_1,0.43
sky130_fd_sc_hd__inv_1,0.07
sky130_fd_sc_hd__ha_1,0.18
sky130_fd_sc_hd__inv_1,0.05
sky130_fd_sc_hd__a21o_1,0.17
sky130_fd_sc_hd__a221o_1,0.33
sky130_fd_sc_hd__a221oi_2,0.31
sky130_fd_sc_hd__nor2_1,0.09
sky130_fd_sc_hd__a31o_4,0.24
sky130_fd_sc_hd__a211oi_2,0.36
sky130_fd_sc_hd__fa_1,0.48
sky130_fd_sc_hd__inv_1,0.06
sky130_fd_sc_hd__clkdlybuf4s50_1,0.45
-- worst min path at each step --
stage,from,to,slack (ns),depth (start not counted)
after CTS,b[26],s[26],4.33,5
after global routing,a[22],s[22],4.36,5
final,b[17],s[17],4.31,5
Power and IR drop assume default switching activity.
